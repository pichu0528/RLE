### flow/design.v
module rle (
    clk,        
    nreset,     
    start,
    message_addr,   
    message_size,   
    rle_addr,   
    rle_size,   
    done,       
    port_A_clk,
    port_A_data_in,
    port_A_data_out,
    port_A_addr,
    port_A_we
    );
input   clk;
input   nreset;
input   start;
input   [31:0] message_addr;
input   [31:0] message_size;
input   [31:0] rle_addr;
input   [31:0] port_A_data_out;
output reg [31:0] port_A_data_in;
output  [15:0] port_A_addr;
output  port_A_clk;
output  port_A_we;
output reg [31:0] rle_size;
output  done;  
assign port_A_clk = clk;
reg [31:0] size_count;     
reg [31:0] port_A_addr_read;
reg [31:0] port_A_addr_write;
wire       read_req;
reg        write_req;
reg [1:0]  proc_count;  
parameter IDLE = 2'b00,
          READ_DATA = 2'b01,
          PROCESS = 2'b10,
          DONE = 2'b11;
reg [1:0] state,next_state;
always@(posedge clk or negedge nreset)
begin
    if(nreset == 1'b0)
        state <= IDLE;
    else
        state <= next_state;
end
always@(*)
begin
    if(nreset == 1'b0)
        next_state = IDLE;
    else
    begin
        case(state)
        IDLE:
        begin
            if(start == 1'b1)
                next_state = READ_DATA;
            else
                next_state = IDLE;
        end
        READ_DATA:
        begin
            if(port_A_we == 1'b1)
                next_state = READ_DATA;
            else
                next_state = PROCESS;
        end
        PROCESS:
        begin
            if(size_count <= 32'd4 && (proc_count + 1 == size_count[2:0]))
                next_state = DONE;
            else if(proc_count == 2'd3)
                next_state = READ_DATA;
            else
                next_state = PROCESS;
        end
        DONE:
            next_state = IDLE;
        endcase
    end
end                                                                  
assign done = (state == IDLE);
always@(posedge clk or negedge nreset)
begin
    if(nreset == 1'b0)
        size_count <= 32'd0;
    else if(state == IDLE && start == 1)
        size_count <= message_size;
    else if(read_req)
        size_count <= size_count - 4;
end
always@(posedge clk or negedge nreset)
begin
    if(nreset == 1'b0)
        port_A_addr_read <= 32'd0;
    else if(state == IDLE && start == 1)
        port_A_addr_read <= message_addr;
    else if(read_req)
        port_A_addr_read <= port_A_addr_read + 4;
end
always@(posedge clk or negedge nreset)
begin
    if(nreset == 1'b0)
        port_A_addr_write <= 32'd0;
    else if(state == IDLE && start == 1'b1)
        port_A_addr_write <= rle_addr;
    else if(write_req)
        port_A_addr_write <= port_A_addr_write + 4;
end
assign read_req = (state == PROCESS && next_state == READ_DATA);
always@(posedge clk or negedge nreset)
begin
    if(nreset == 1'b0)
        proc_count <= 2'd0;
    else if(state == PROCESS)
        proc_count <= proc_count + 1'd1;
    else
        proc_count <= 2'd0;
end
reg first_data_flag;
always@(posedge clk or negedge nreset)
begin
    if(nreset == 1'b0)
        first_data_flag <= 1'd0;
    else if(state == PROCESS)
        first_data_flag <= 1'd1;
    else if(done)
        first_data_flag <= 1'd0;
end
reg [7:0] data_num;        
reg [7:0] data_value;      
reg [7:0] curr_data;       
reg       pos_cnt;         
always@(*)
begin
    case(proc_count)
    2'd0: curr_data = port_A_data_out[7:0];
    2'd1: curr_data = port_A_data_out[15:8];
    2'd2: curr_data = port_A_data_out[23:16];
    2'd3: curr_data = port_A_data_out[31:24];
    endcase
end
always@(posedge clk or negedge nreset)
begin
    if(nreset == 1'b0)
    begin
        data_num <= 8'd0;
        data_value <= 8'd0;
        pos_cnt <= 1'd0;
    end
    else if(start == 1'b1)
    begin
        data_num <= 8'd0;
        data_value <= 8'd0;
        pos_cnt <= 1'd0;
    end
    else if(state == PROCESS && first_data_flag == 1'b0)
    begin
        data_num <= 8'd1;
        data_value <= port_A_data_out[7:0];
    end
    else if(state == PROCESS)
    begin
        if(data_value == curr_data)
            data_num <= data_num + 1;
        else
        begin
            pos_cnt <= pos_cnt + 1;
            data_num <= 8'd1;
            data_value <= curr_data;
        end
    end
end
reg remain_data;
always@(posedge clk or negedge nreset)
begin
    if(nreset == 1'b0)
    begin
        port_A_data_in <= 32'd0;
        write_req <= 1'd0;
        rle_size <= 0;
        remain_data <= 0;
    end
    else if(start == 1'b1)
    begin
        port_A_data_in <= 32'd0;
        write_req <= 1'd0;
        rle_size <= 0;
        remain_data <= 0;
    end
    else if(state == PROCESS && first_data_flag == 1'b1)
    begin
        if(data_value != curr_data)
        begin
            if(pos_cnt == 1'b0)
            begin
                port_A_data_in[15:0] <= {data_value,data_num};
                if(next_state == DONE)
                begin
                    port_A_data_in[31:16] <= {curr_data,8'b01};
                    write_req <= 1'b1;
                    rle_size <= rle_size + 4;
                end
                else
                    write_req <= 1'b0;
            end                
            else
            begin 
                port_A_data_in[31:16] <= {data_value,data_num};
                write_req <= 1'b1;
                rle_size <= rle_size + 4;
                remain_data <= (next_state == DONE) ? 1'b1 : 1'b0;
            end
        end
        else
            write_req <= 1'b0;
    end
    else if(state == DONE && remain_data)
    begin
        port_A_data_in <= {16'b0,data_value,data_num};
        rle_size <= rle_size + 2;
        write_req <= 1'b1;
        remain_data <= 1'b0;
    end
    else
        write_req <= 1'b0;
end
assign port_A_we = write_req ? 1'b1 : 1'b0;
assign port_A_addr = write_req ? port_A_addr_write : port_A_addr_read;
endmodule
### flow/run.sh
#!/bin/bash
# OpenROAD 26Q1-2900-gdf79404cd8, Yosys 0.63+post, stock flow scripts
make -C /OpenROAD-flow-scripts/flow DESIGN_CONFIG=/design/flow/config.mk WORK_HOME=/design/flow/orfs finish
### flow/config.mk
export PLATFORM = sky130hd
export DESIGN_NAME = rle
export DESIGN_NICKNAME = rle
export VERILOG_FILES = /design/flow/design.v
export SDC_FILE = /design/flow/constraint.sdc
export NUM_CORES = 4
export LEC_CHECK = 1
export CORE_UTILIZATION = 30
### flow/constraint.sdc
current_design rle

set clk_period 6.7
set clk_io_pct 0.2

create_clock -name clk0 -period $clk_period [get_ports {clk}]

set non_clock_inputs [all_inputs -no_clocks]
set_input_delay [expr $clk_period * $clk_io_pct] -clock clk0 $non_clock_inputs
set_output_delay [expr $clk_period * $clk_io_pct] -clock clk0 [all_outputs]
==> run_results.csv <==
group,metric,value,unit
worst_setup_path,crit_path_start,"clk",
synthesis,synth-edff-count,0,
worst_setup_path,endpoint_kind,"primary output",
detailed_routing,drt_iter0_drc,507,
synthesis,ys_top_logic_family,"simple AND/OR/NAND/NOR gates",
run,warning_count,64,
die,rows,62,
pwr,powerDensity,218,mW/mm^2
die,die_h,173,um
clock_tree,cts_tree,"done",
layout,area_growth,32.7,%
synthesis,simple_gate_share,0.217,
run_status,status,"completed",
synthesis,area_leaders,"dfrtp_1 43%, mux2_2 8.9%, nand2_1 5.2%",
die,io_pins,214,
worst_setup_path,arrival,3980,ps
synthesis,ff_type,"dfrtp_1",
detailed_routing,wl_per_cell,15.4,um
sta,finalSetupViolations,0,
detailed_routing,antenna_left,0,
detailed_routing,antenna_cells,0,
synthesis,xor_share,0.0731,
placement,routabilityCongestion,0.825,
synthesis,netlist.area_leader.share,0.435,
sta,fin_skew,9.26,ps
clock_tree,post_cts_buffers,0,
run,drv_cap,0,
synthesis,syn_inst,939,
layout,layout_top_cell,"clkdlybuf4s50_1",
worst_setup_path,r2r_start,"proc_count[0]$_DFF_PN0_",
synthesis,ys_types,63,
detailed_routing,routed_wl,23.0,mm
die,core,0.0287,sq mm
placement,place.detailed.hpwl,15.9,mm
synthesis,adder_share,0.0157,
detailed_routing,first_pass_iters,5,
pwr,p_leak,4.84,nW
synthesis,yosysTopAreaCell,"dfrtp_1",
sta,fin_setup_tns,0,ps
min_path,holdCritPathClass,"reg2reg",
synthesis,syn_area,0.00875,sq mm
synthesis,ys_seq_frac,0.438,
grt,grt_pass1_wl,38.1,mm
sta,rsz0062_at_grt,"false",
clock_tree,clkTransAtPathRegs,60,ps
synthesis,ys_area,0.00875,sq mm
sta,worst_slack,1380,ps
sta,relSlewSlack,0.494,
sta,report.final.slew_viol_count,0,
die,fp-utilization,0.305,
detailed_routing,drc,0,
worst_setup_path,crit_path_start_kind,"clock port",
die,die_x,173,um
synthesis,async_flop_share,1.00,
synthesis,synthMuxAreaShare,0.108,
clock_tree,post_cts_resized,0,
sta,worst_slew_pin_slew,749,ps
layout,lay_top_cells,"178 x clkdlybuf4s50_1, 152 x dfrtp_1, 121 x nand2_1",
detailed_routing,via_per_inst,4.86,
grt,first_global_vias,7174,
synthesis,avgSynthCellArea,9.32,sq um
sta,hold_viol,0,
layout,drive_gt1_frac,0.117,
pwr,vdd_drop_max,0.000184,V
grt,grt_overflow,0,
synthesis,aoi_share,0.111,
clock_tree,clk_latency,530,ps
synthesis,ys_ff,153,
synthesis,ys_cells,939,
grt,grtUsageTotal,0.161,
synthesis,yosysWarnings,1,
placement,dpl_worst_slack,1640,ps
clock_tree,hold_buffers,0,
placement,io_buffers,180,
grt,grt_start_max_net_pins,120,
worst_setup_path,crit_fanout,2,
worst_setup_path,critical_path_class,"clk2out",
die,die_area,0.0299,sq mm
grt,antenna_found_initial,1,
detailed_routing,vias,7263,
worst_setup_path,required,5360,ps
min_path,worstHoldStart,"port_A_addr_write[1]$_DFFE_PN0P_",
layout,fillerInstances,2810,
[registers in the layout (all words and copies together) (netlist names), 2 cells and up]
name and count:
port_A_data_in 32, size_count 32, rle_size 31, port_A_addr_read 16, port_A_addr_write 16, data_num 8, data_value 8, state 4
proc_count 2
[Yosys cell counts, types with 3 or more instances]
cell,instances
nor2b_1,40
nor2_1,82
mux2i_1,17
and3_1,27
o211ai_1,4
nor3b_1,3
nand3b_1,4
clkbuf_1,48
ha_1,11
mux2_2,69
nor3_1,20
a21oi_1,28
a222oi_1,8
xnor2_1,34
inv_1,18
o21ai_0,70
and2_1,7
nor4_1,13
and4_1,6
o41ai_1,12
buf_1,4
or4_1,3
nand3_1,27
xor2_1,39
o31ai_1,3
dfrtp_1,152
nand4_1,18
nand2b_1,4
buf_6,3
a211oi_1,3
nand2_1,121
[stage by stage]
step | hold WS [ps] | power, W | instances | util | cell area (sq um)
CTS | 476 | 0.00257 | 1493 | 0.405 | 11600
floorplan | 440 | 0.00125 | 939 | - | 8750
finish | 474 | 0.00254 | 1493 | 0.405 | 11600
global placement | 454 | 0.00143 | 1458 | 0.380 | 10900
detailed placement | 456 | 0.00143 | 1458 | 0.380 | 10900
global route | 505 | 0.00266 | 1493 | 0.405 | 11600
[layer usage]
metal / track usage / vias to the layer above / routed length [um]
li1: - / 3621 / -
met1: 0.242 / 3450 / 11000
met2: 0.255 / 175 / 10700
met3: 0.0345 / 15 / 1140
met4: 0.0144 / 2 / 202
met5: 0 / - / 13
[cells by family after synthesis]
| family | after synthesis |
|---|---|
| simple gates | 387 |
| flops | 153 |
| compound gates | 152 |
| mux | 86 |
| buf+inv | 76 |
| xor+xnor | 73 |
| fa+ha+maj | 11 |
| other cells | 1 |
[final timing paths]
kind,to,slack (ps),cells after the start
setup / recovery,port_A_clk,1380,3
hold / removal,port_A_addr_write[1]$_DFFE_PN0P_,470,2
setup reg to reg,rle_size[9]$_DFFE_PN0P_,3030,10
hold reg to reg,port_A_addr_write[1]$_DFFE_PN0P_,470,2
max in group asynchronous,size_count[26]$_DFFE_PN0P_,4980,2
min in group asynchronous,state[1]$_DFF_PN0_,750,1
[critical path, stage by stage]
cell and delay (ps):
clkbuf_16 120, clkbuf_16 130, clkdlybuf4s50_1 390
[final cells by class]
type	instances	area [sq um]	area share
Tap cell	384	480	0.0414
Inverter	18	67.6	0.00582
Clock buffer	26	549	0.0473
Sequential cell	153	3830	0.330
Clock inverter	10	166	0.0143
Multi-Input combinational cell	710	4620	0.398
Timing Repair Buffer	192	1900	0.163
[power breakdown]
group / total (W) / switching (W) / internal (W)
registers: 0.00106 / 0.0000668 / 0.000989
clock network: 0.00114 / 0.000404 / 0.000732
logic: 0.000344 / 0.000161 / 0.000183
total: 0.00254 / 0.000631 / 0.00190
Power and IR drop assume default switching activity.
